==> ./config.mk <==
export PLATFORM = sky130hd
export DESIGN_NAME = RegisterFile
export DESIGN_NICKNAME = RegisterFile
export VERILOG_FILES = /design/flow/design.v
export SDC_FILE = /design/flow/constraint.sdc
export NUM_CORES = 4
export LEC_CHECK = 1
export CORE_UTILIZATION = 50
==> ./constraint.sdc <==
current_design RegisterFile

set clk_period 10.2
set clk_io_pct 0.2

create_clock -name clk0 -period $clk_period [get_ports {clk}]

set non_clock_inputs [all_inputs -no_clocks]
set_input_delay [expr $clk_period * $clk_io_pct] -clock clk0 $non_clock_inputs
set_output_delay [expr $clk_period * $clk_io_pct] -clock clk0 [all_outputs]
==> ./design.v <==
module RegisterFile(input	reset,
                    input clk,
                    input [4:0] rs1,           
                    input [4:0] rs2,           
                    input [4:0] rd,            
                    input [31:0] rd_din,       
                    input write_enable,        
                    output [31:0] rs1_dout,    
                    output [31:0] rs2_dout);   
  integer i;
  reg [31:0] rf[0:31];
  assign rs1_dout = rf[rs1];
  assign rs2_dout = rf[rs2];
  always @(posedge clk) begin
    if (reset) begin
      for (i = 0; i < 32; i = i + 1)
        rf[i] <= 32'b0;
      rf[2] <= 32'h2ffc;  
    end
    else begin
      if (write_enable)
        rf[rd] <= rd_din;
       rf[0] <= 32'b0;
    end
  end
endmodule
==> ./run.sh <==
#!/bin/bash
# OpenROAD 26Q1-2900-gdf79404cd8, Yosys 0.63+post, stock flow scripts
make -C /OpenROAD-flow-scripts/flow DESIGN_CONFIG=/design/flow/config.mk WORK_HOME=/design/flow/orfs finish
==> flow_metrics.env <==
# physical design summary
export IMPL_yosys_register_bits=1024
export IMPL_placement_stage_cell_area_um2=57900
export IMPL_min_delay_path_class="in -> reg"
export IMPL_post_place_ws_ns=2.53
export IMPL_initCoreUtil=0.507
export IMPL_util_after_layout=0.563
export IMPL_ys_warn_count=1
export IMPL_path_length_in_cells_of_the_critical_path=8
export IMPL_ctsHoldBuffers=0
export IMPL_viasPerCell=6.08
export IMPL_chipHeight_um=335
export IMPL_worstPathBufferInverterCount=3
export IMPL_layout_filler_cells=8790
export IMPL_hold_path_depth=2
export IMPL_die_x_um=335
export IMPL_p_sw_mw=2.64
export IMPL_synth_simple_area_share=0.158
export IMPL_grt_pass1_vias=37900
export IMPL_postSynthAreaPerCell_um2=12.1
export IMPL_muxShareOfSynthArea=0.185
export IMPL_reg_largest_list="rf (1024)"
export IMPL_startpoint_type="input pin"
export IMPL_critPathCaptureType="primary output"
export IMPL_netlist_area_um2=55500
export IMPL_htree_num_levels=3
export IMPL_worst_setup_path_startpoint="rs1[2]"
export IMPL_grt_max_degree=93
export IMPL_dr_first_iter_drc_count=2648
export IMPL_fmax_ghz=0.127
export IMPL_grt_antenna_before_repair=2
export IMPL_cts_reportedPaths_clkPinSlew_ns=0.06
export IMPL_vdd_ir_drop_max_uv=137
export IMPL_power_share_sequential=0.479
export IMPL_dr_pass1_iters=8
export IMPL_route_detailed_wl_per_inst_um=30.6
export IMPL_drc=0
export IMPL_relSlewSlack=0.327
export IMPL_cap_violations=0
export IMPL_design_core_area_um2=109000
export IMPL_synth_adder_area_share=0
export IMPL_layout_worst_path_cycle_share=0.775
export IMPL_timing_worst_setup_path_type="in -> out"
export IMPL_powerDensity_nw_per_um2=167
export IMPL_seq_area_frac_synth=0.548
export IMPL_grt_first_pass_wirelength_um=269000
export IMPL_cts_setup_buffers=0
export IMPL_aoi_share=0.0706
export IMPL_rsz0062_at_grt="false"
export IMPL_gr_total_overflow=0
export IMPL_gp_congestion=0.936
export IMPL_fraction_of_layout_cells_with_a_size_suffix_above_1=0.0870
export IMPL_register_area_um2=30400
export IMPL_worst_slew_pin_transition_ns=1.00
export IMPL_antenna_violating_nets_post_route=0
export IMPL_finalWorstSetupSlack_ns=2.30
export IMPL_regMostFlops="rf"
export IMPL_timing_final_setup_violations=0
export IMPL_logic_area_um2=23300
export IMPL_swShare=0.256
export IMPL_areaGrowthSynthToFinish_pct=11.0
export IMPL_fp_dieArea_um2=112000
export IMPL_warnings=26
export IMPL_critical_path_cell_chain="clkdlybuf4s50_1 > nor2b_4 > buf_4 > a22o_1 > nor3_1 > a31oi_1 > nand3_1 > clkdlybuf4s50_1"
export IMPL_max_stage_delay_ns=0.74
export IMPL_cts_root_buffer="sky130_fd_sc_hd__clkbuf_16"
export IMPL_chip_area_in_the_yosys_report_um2=55500
export IMPL_critical_path_required_ns=8.16
export IMPL_netlist_logic_family_top="multiplexers"
export IMPL_timing_final_hold_violations=0
export IMPL_num_rows=121
export IMPL_comb_power_share=0.119
export IMPL_post_synth_xor_area_fraction=0
export IMPL_final_setup_tns_ns=0
export IMPL_cts_tree="done"
export IMPL_worstPathMaxFanout=39
export IMPL_synth_stat_cells=4605
export IMPL_clkPwrFrac=0.401
export IMPL_shortest_clock_period_the_worst_path_allows_after_layout_ns=7.90
export IMPL_globalRouteTotalUtil=0.365
export IMPL_ctsResizeCount=0
export IMPL_result_of_the_run="complete, no violations"
export IMPL_routed_wl_um=188000
export IMPL_detailedPlacementHpwl_um=109000
export IMPL_numClockSinks=1024
export IMPL_number_of_flip_flops_in_the_largest_register=1024
export IMPL_vias=37400
export IMPL_post_synth_num_cell_types=30
export IMPL_worst_hold_startpoint="rd_din[18]"
export IMPL_final_area_um2=61700
export IMPL_worst_endpoint_arrival_ns=5.86
export IMPL_cp_slowest_cell="sky130_fd_sc_hd__a31oi_1"
export IMPL_static_leakage_power_nw=24.1
export IMPL_syn_inst=4605
export IMPL_timing_critical_path_max_delay_family="buffers and inverters"
export IMPL_boundaryPins=114
export IMPL_p_int_mw=7.69
export IMPL_number_of_port_buffers=113
export IMPL_timing_final_max_slew_violations=0
export IMPL_clock_tree_buffer_depth=3
export IMPL_cpMostUsedCell="sky130_fd_sc_hd__clkdlybuf4s50_1"
export IMPL_cts_buffers_inserted=115
-- stage by stage --
stage	hold WS [ns]	power, mW	instances
floorplan	2.22	5.71	4636
global placement	2.80	6.24	5925
detailed placement	2.82	6.24	5925
CTS	2.07	10.3	6142
global route	2.14	10.6	6142
finish	2.09	10.3	6147
-- cell usage in the layout, fill, tap and decap left out, types with 64 or more instances in the layout --
cell type,instances
sky130_fd_sc_hd__a21oi_1,192
sky130_fd_sc_hd__a22o_1,128
sky130_fd_sc_hd__a22oi_1,192
sky130_fd_sc_hd__a31oi_1,64
sky130_fd_sc_hd__and2_1,981
sky130_fd_sc_hd__buf_4,136
sky130_fd_sc_hd__clkbuf_16,117
sky130_fd_sc_hd__clkdlybuf4s50_1,111
sky130_fd_sc_hd__edfxtp_1,992
sky130_fd_sc_hd__mux2i_1,1024
sky130_fd_sc_hd__nand2_1,193
sky130_fd_sc_hd__nand3_1,193
sky130_fd_sc_hd__nor3_1,64
-- Yosys cell counts --
master / instances / share of area
sky130_fd_sc_hd__conb_1: 1 / 0.000068
sky130_fd_sc_hd__nor2_1: 20 / 0.0014
sky130_fd_sc_hd__a31oi_1: 64 / 0.0072
sky130_fd_sc_hd__a21oi_1: 192 / 0.017
sky130_fd_sc_hd__clkbuf_1: 241 / 0.016
sky130_fd_sc_hd__mux2i_1: 1024 / 0.18
sky130_fd_sc_hd__nand3_1: 193 / 0.017
sky130_fd_sc_hd__nor2b_1: 5 / 0.00056
sky130_fd_sc_hd__or2_2: 33 / 0.0037
sky130_fd_sc_hd__nand2_1: 195 / 0.013
sky130_fd_sc_hd__or3_1: 13 / 0.0015
sky130_fd_sc_hd__nor2_4: 7 / 0.0014
sky130_fd_sc_hd__nor3_1: 64 / 0.0058
sky130_fd_sc_hd__edfxtp_1: 992 / 0.54
sky130_fd_sc_hd__and2_1: 983 / 0.11
sky130_fd_sc_hd__nand3b_1: 3 / 0.00041
sky130_fd_sc_hd__clkbuf_2: 30 / 0.0027
sky130_fd_sc_hd__or3b_4: 2 / 0.00041
sky130_fd_sc_hd__nand3b_2: 1 / 0.00020
sky130_fd_sc_hd__nor2_2: 8 / 0.00090
sky130_fd_sc_hd__nand2b_1: 5 / 0.00056
sky130_fd_sc_hd__buf_4: 76 / 0.010
sky130_fd_sc_hd__nand3_2: 1 / 0.00018
sky130_fd_sc_hd__buf_6: 9 / 0.0018
sky130_fd_sc_hd__dfxtp_1: 32 / 0.012
sky130_fd_sc_hd__buf_1: 25 / 0.0017
sky130_fd_sc_hd__a22o_1: 128 / 0.020
sky130_fd_sc_hd__a22oi_1: 192 / 0.026
sky130_fd_sc_hd__nand2_2: 1 / 0.00011
sky130_fd_sc_hd__buf_2: 65 / 0.0059
-- routing by layer --
metal / track usage / routed length [um]
met1: 0.513 / 71800
met2: 0.500 / 81300
met3: 0.224 / 28200
met4: 0.0984 / 6320
met5: 0.0408 / 577
-- area by class of cell --
| class | count | area share |
|---|---|---|
| Tap cell | 1476 | 0.0300 |
| Timing Repair Buffer | 259 | 0.0383 |
| Multi-Input combinational cell | 3166 | 0.377 |
| Antenna cell | 5 | 0.000203 |
| Sequential cell | 1024 | 0.494 |
| Clock buffer | 153 | 0.0510 |
| Clock inverter | 64 | 0.00970 |
-- path summary, 6_finish.rpt --
check / slack [ns] / endpoint
hold / removal: 2.09 / rf[29][18]$_SDFFCE_PN0P_
setup / recovery: 2.30 / rs1_dout[8]
-- cell families (layout without fill, tap and decap cells) --
| logic type | after synthesis | count (layout) |
|---|---|---|
| other | 1 | 37 |
| buffers and inverters | 446 | 476 |
| DFF | 1024 | 1024 |
| and+or+nand+nor | 1534 | 1534 |
| muxes | 1024 | 1024 |
| AOI/OAI and AO/OA | 576 | 576 |
-- power groups by stage --
stage	Clock, mW	Combinational [mW]	Sequential (mW)
after global routing	4.34	1.30	4.98
final	4.14	1.23	4.95
after CTS	4.19	1.22	4.95
Power figures rest on the tool's default switching activity, not on a simulated workload.
