===== design.v =====
module PC(
    input reset,        
    input clk,
    input [31:0] next_pc,
    input PCcontinue,
    output reg [31:0] current_pc  
    );
    always @(posedge clk) begin
    	if(reset) begin
	    	current_pc <= 0;
	   end
    	else begin
    	   if(PCcontinue == 1) begin
    			current_pc <= next_pc;
    		end
		end
    end
endmodule
module ControlUnit(
    input [6:0] part_of_inst,
    input clk,
    input reset,
    input [4:0] Curr_State_in,
    input bcond,
    output [4:0] Next_State_out
    );
    reg [4:0] Curr_State;
    reg [4:0] Next_State;
    reg [6:0] opcode;
    assign Next_State_out = Next_State;
   always @(*) begin
    Curr_State <= Curr_State_in;
    opcode <= part_of_inst;
	if(reset) begin
	    	Next_State <= 5'b01111;
	end
	else if(Curr_State == 5'b01111) begin
	    	Next_State <= 5'b00001;
	   end
	else if(Curr_State == 5'b00000 || Next_State == 5'b10000 || Next_State == 5'b10001) begin
	    	Next_State <= 5'b01111;
	   end
	else if(Curr_State == 5'b00001) begin
		if((opcode == 7'b0000011) || (opcode == 7'b0100011)) begin
			Next_State <= 5'b00010;
		end
		else if(opcode == 7'b0110011) begin
			Next_State <= 5'b00110;
		end
		else if(opcode == 7'b1100011) begin
			Next_State <= 5'b10010;
		end
		else if(opcode == 7'b1101111 || opcode == 7'b1100111) begin
			Next_State <= 5'b01001;
		end
		else if(opcode == 7'b0010011) begin
			Next_State <= 5'b01010;
		end
	end
	else if(Curr_State == 5'b00010) begin
		if(opcode == 7'b0000011) begin
	    		Next_State <= 5'b00011;
		end
		else if(opcode == 7'b0100011) begin
	    		Next_State <= 5'b00101;
		end
	end
	else if(Curr_State == 5'b00011) begin
	    	Next_State <= 5'b00100;
	end
	else if(Curr_State == 5'b00110) begin
	    	Next_State <= 5'b00111;
	end
	else if(Curr_State == 5'b01010) begin
	    	Next_State <= 5'b01100;
	end
	else if( Curr_State == 5'b01001) begin
	        if(opcode == 7'b1101111) begin
	            Next_State <= 5'b01011;
	        end
	        else if(opcode == 7'b1100111) begin
	            Next_State <= 5'b01101;
	        end
	end
	else if(Curr_State == 5'b01000) begin
	       if(bcond == 1) begin
	           Next_State = 5'b01110;
	       end
	       else if(bcond == 0) begin
	           Next_State = 5'b00000;
	       end
	end
	else if(Curr_State == 5'b01011 || Curr_State == 4'b01110) begin
	   Next_State = 5'b10000;
	end 
	else if(Curr_State == 5'b01101) begin
	   Next_State = 5'b10001;
	end
	else if(Curr_State ==5'b10010) begin
	   Next_State = 5'b01000;
	end
	else if(Curr_State == 5'b00100 || Curr_State == 5'b00101 || Curr_State == 5'b00111 || Curr_State == 5'b01100 ) begin
	    	Next_State <= 4'b00000;
	end
   end
endmodule
module ControlUnit2(
    input [4:0] Next_State,
    input [6:0] part_of_inst,
    input clk,
    input reset,
    output reg PCWriteCond,
    output reg PCWrite,
    output reg IorD,
    output reg MemRead,
    output reg MemWrite,
    output reg MemtoReg,
    output reg IRWrite,
    output reg PCSource,
    output reg [1:0] ALUOp,
    output reg AluSrcA,
    output reg [1:0] AluSrcB,
    output reg RegWrite,
    output reg RegDst,
    output reg is_ecall,
    output [4:0] Curr_State
    );
    reg [4:0] Curr_State_reg;
     always @(negedge clk) begin
        Curr_State_reg <= Next_State;
	if(part_of_inst == 7'b1110011) begin
		is_ecall <= 1;
	end
	else begin
		is_ecall <= 0;
	end
	if(Next_State == 5'b01000) begin
		PCWriteCond <= 1;
	end
	else begin
		PCWriteCond <= 0;
	end
	if(Next_State == 5'b00000 || Next_State == 5'b10000 || Next_State == 5'b10001) begin
		PCWrite <= 1;
	end
	else begin
		PCWrite <= 0;
	end
	if(Next_State == 5'b00011 || Next_State == 5'b00101) begin
		IorD <= 1;
	end
	else begin
		IorD <= 0;
	end
	if(Next_State == 5'b00000 || Next_State == 5'b00011 || Next_State == 5'b01111 || Next_State == 5'b00001 || Next_State == 5'b10000 || Next_State == 5'b10001 || Next_State == 5'b10010 ) begin
		MemRead <= 1;
	end
	else begin
		MemRead <= 0;
	end
	if(Next_State == 5'b00101) begin
		MemWrite <= 1;
	end
	else begin
		MemWrite <= 0;
	end
	if(Next_State == 5'b00100) begin
		MemtoReg <= 1;
	end
	else begin
		MemtoReg <= 0;
	end
	if(Next_State == 5'b00000 || Next_State == 5'b01111 || Next_State == 5'b00001 || Next_State == 5'b10000 || Next_State == 5'b10001 || Next_State == 5'b10010 ) begin
		IRWrite <= 1;
	end
	else begin
		IRWrite <= 0;
	end
	if(Next_State == 5'b01000) begin
		PCSource <= 1;
	end
	else begin
		PCSource <= 0;
	end
	if(Next_State == 5'b01000) begin
		ALUOp <= 2'b01;
	end
	else if(Next_State == 5'b00110 || Next_State == 5'b01010) begin
		ALUOp <= 2'b10;
	end
	else begin
		ALUOp <= 2'b00;
	end
	if(Next_State == 5'b00000 || Next_State == 5'b01100 || Next_State == 5'b01111 || Next_State == 5'b01001) begin
		AluSrcB <= 2'b01;
	end
	else if(Next_State == 5'b00001 || Next_State == 5'b00010 || Next_State == 5'b01010 || Next_State == 5'b01011 || Next_State == 5'b01101 || Next_State == 5'b01110 || Next_State == 5'b10000 || Next_State == 5'b10001) begin
		AluSrcB <= 2'b10;
	end
	else if(Next_State == 5'b10010) begin
	    AluSrcB <= 2'b11;
	end 
	else begin
		AluSrcB <= 2'b00;
	end
	if(Next_State == 5'b00010 || Next_State == 5'b00110 || Next_State == 5'b01000 || Next_State == 5'b01010 || Next_State == 5'b10001) begin
		AluSrcA <= 1;
	end
	else begin
		AluSrcA <= 0;
	end
	if(Next_State == 5'b00100 || Next_State == 5'b00111 || Next_State == 5'b01100 || Next_State == 5'b01011 || Next_State == 5'b01101) begin
		RegWrite <= 1;
	end
	else begin
		RegWrite <= 0;
	end
	if(Next_State == 5'b00111 || Next_State == 5'b01011 || Next_State == 5'b01101) begin
		RegDst <= 1;
	end
	else begin
		RegDst <= 0;
	end
    end
    assign Curr_State = Curr_State_reg;
    endmodule
module ImmediateGenerator(
    input [31:0]part_of_inst,
    output reg [31:0]imm_gen_out
  );
   wire [6:0] opcode;
   reg [12:0] immvalue;
   assign opcode = part_of_inst[6:0];
   always @(*) begin
	immvalue = 0;
	if(opcode == 7'b0000011 || opcode == 7'b0010011 || opcode == 7'b1100111) begin
		immvalue[11:0] = part_of_inst[31:20];
		imm_gen_out = { { 20{immvalue[11]} }, immvalue[11:0] };
	end
	else if(opcode == 7'b0100011) begin
		immvalue[11:0] = { part_of_inst[31:25], part_of_inst[11:7] };
		imm_gen_out = { { 20{immvalue[11]} }, immvalue[11:0] };
	end
	else if(opcode == 7'b1100011) begin
		immvalue[12:0] = { part_of_inst[31], part_of_inst[7], part_of_inst[30:25], part_of_inst[11:8], 1'b0 };
		imm_gen_out = { { 20{immvalue[12]} }, immvalue[11:0] };
	end
	else if(opcode == 7'b1101111) begin
		imm_gen_out = { { 12{part_of_inst[31]} }, part_of_inst[19:12], part_of_inst[20], part_of_inst[30:21], 1'b0 };
	end
	else if(opcode == 7'b0110111) begin
		imm_gen_out = { part_of_inst[31:12], 12'b0 };
	end
	else begin
	   imm_gen_out = 0;
	end
   end
endmodule

===== config.mk =====
export PLATFORM = sky130hd
export DESIGN_NAME = ImmediateGenerator
export DESIGN_NICKNAME = ImmediateGenerator
export VERILOG_FILES = /design/flow/design.v
export SDC_FILE = /design/flow/constraint.sdc
export NUM_CORES = 4
export LEC_CHECK = 1
export CORE_AREA = 10 10 70 70
export DIE_AREA = 0 0 80 80

===== run.sh =====
#!/bin/bash
# OpenROAD 26Q1-2900-gdf79404cd8, Yosys 0.63+post, stock flow scripts
make -C /OpenROAD-flow-scripts/flow DESIGN_CONFIG=/design/flow/config.mk WORK_HOME=/design/flow/orfs finish

===== constraint.sdc =====
current_design ImmediateGenerator

set clk_period 3.1
set clk_io_pct 0.2

create_clock -name clk0 -period $clk_period

set non_clock_inputs [all_inputs -no_clocks]
set_input_delay [expr $clk_period * $clk_io_pct] -clock clk0 $non_clock_inputs
set_output_delay [expr $clk_period * $clk_io_pct] -clock clk0 [all_outputs]

==> results_slide.txt <==
Synthesis and Place & Route Summary

Pwr
  • Switching share of power: around 37%
  • Max VDD drop: 41.5 uV
  • Clk pwr share: 0%
  • Cell Int Power: 0.0692 mW
  • Logic pwr share: 100.0%
  • Seq pwr share: 0%
  • PwrDens: 80.3 nW/um^2
  • Pleak: 0.510 nW
  • Net switching power figure: about 0.041 mW

Logic synthesis
  • Avg Cell Area, Syn: 6.72 um^2
  • Yosys stat chip area: 618 um^2
  • YS warnings: 1
  • Cells in synth_stat.txt: 92
  • Number of distinct library cells after synthesis: 31
  • Register share after synthesis: 0%
  • Synthesized area: 618 um^2
  • Cells after Synth: 92

Finish
  • Ratio of cells with drive above 1 in the final layout: 11.5%
  • Clock buf count: 0
  • Layout Cells excl Fill: a little over 200
  • Register area: 0 um^2
  • Final Cell Area: 1380 um^2
  • Flop Count: 0
  • Area Growth Syn to Fin: 123%

Placed design
  • DP Area: 1330 um^2
  • Post-DP HPWL: 2490 um
  • Post-place setup slack: -0.0416 ns
  • IO Port Bufs: between 60 and 70
  • Placed cells: around 200
  • Routability cong.: just under 0.9

Setup path
  • Most used cell, CP: clkdlybuf4s50_1
  • CP required: roughly 2.5 ns
  • CP max stage delay: 0.54 ns
  • Critical path data arrival time: ~2.4 ns
  • CP max FO: 5
  • CP max-delay cell: clkdlybuf4s50_1
  • Critical path class: in -> out
  • Critical path, cell by cell: clkdlybuf4s50_1 -> and3_1 -> a22oi_4 -> buf_4 -> o21ai_0 -> clkdlybuf4s50_1
  • CP endpoint kind: output pin
  • CP Launch Point: part_of_inst[1]
  • Startpoint types: primary input

Global routing
  • Vias in the first global route: 942
  • Initial antenna violation count: 0
  • Largest net degree at the start of global routing: 20
  • GRT Util Overall: under 10%
  • Global-route wire length before repair: 4570 um
  • Congestion Overflow GR: 0

Floorplanning
  • Row count: 21
  • Core Region: 3420 um^2
  • Io pins: 64
  • Die width: ~80 um
  • Die height: 80 um
  • Die ar.: around 6400 um^2
  • FP Core Util: 18.1%

STA
  • Post-route setup TNS: 0 ns
  • Fin crit share: 96.5%
  • Fmax: 334 MHz
  • Setup ws final: 0.108 ns
  • Post-layout min period: 2.99 ns
  • Max-slew violation count: 0
  • Worst-Margin Slew: 0.350 ns
  • Final hold viol count: 0
  • Final setup viols: 0
  • Slew headroom: 76.6%

Min path
  • Hold Path Origin: part_of_inst[5]
  • Hold Crit Depth: 4
  • Min-delay worst type: in -> out

Drt
  • Routed WL: 3010 um
  • Drc violations: 0
  • DR iter-0 viols: 36
  • Antenna cell count: 0
  • Vias: a little under 1000
  • Routed vias/inst: 4.78
  • Final ANT Viol Nets: 0
  • First drt pass iteration count: 4
  • Wirelength per Cell: 14.8 um

Outcome
  • Status: finished clean

Run
  • OpenROAD warnings: 32
  • Max-Cap Viols: 0

Clock tree
  • Post-CTS Hold Fix Bufs: 0
[power by group through the flow]
| stage | registers (mW) | clock network (mW) | logic [mW] |
|---|---|---|---|
| 6_report | 0 | 0 | 0.111 |
| 4_1_cts | 0 | 0 | 0.109 |
| 5_1_grt | 0 | 0 | 0.119 |
[layer usage]
layer | part of all wire [%] | GRT usage [%] | vias to the layer above | wire length [um]
met5 | 0 | 0 | - | 0
met4 | 0 | 0 | 0 | 0
met3 | 13 | 4.32 | 0 | 400
met2 | 46 | 14.0 | 43 | 1380
met1 | 41 | 10.4 | 438 | 1230
li1 | - | - | 490 | -
[Yosys cell counts]
master,n,area share [%]
and4_1,1,1.4
buf_6,2,3.6
clkbuf_1,2,1.2
a21o_1,1,1.2
buf_1,1,0.61
o2111ai_1,1,1.4
o21ai_1,10,8.1
o211ai_1,8,9.7
inv_1,1,0.61
mux2_2,1,1.8
nor2_1,2,1.2
buf_2,1,0.81
a22oi_4,1,3.4
buf_4,4,4.9
and3_1,1,1.0
a21oi_1,1,0.81
mux2i_1,1,1.6
nand3_1,22,18
and3b_1,2,2.8
a311oi_1,1,1.4
o31ai_1,1,1.2
nand2_1,2,1.2
nand4b_1,3,4.3
and4bb_2,1,2.0
a221oi_2,1,2.4
a22o_1,5,7.1
and2_1,2,2.0
nor2b_1,9,9.1
nor3b_2,1,2.0
o21ai_0,2,1.6
or3b_1,1,1.4
[cell families (layout without fill, tap and decap cells)]
logic type / Yosys count / in the layout / share of synthesized area (%)
buf+inv: 11 / 76 / 11.7
compound gates: 32 / 32 / 38.5
mux: 2 / 2 / 3.44
simple gates: 47 / 47 / 46.4
[cells in the final DEF, fill, tap and decap left out]
cell and instances:
clkdlybuf4s50_1 61, and2_1 2, buf_12 2, buf_6 1, nand3_1 21, dlymetal6s2s_1 1
o31ai_1 1, mux2_2 1, nand3_2 1, nor2b_1 9, and4_1 1, a21oi_1 1
o2111ai_1 1, a311oi_1 1, nand2_1 2, nor3b_2 1, o211ai_1 8, inv_1 1
a22oi_4 1, buf_4 8, a22o_1 5, nand4b_1 3, o21ai_0 2, and3b_1 2
a221oi_2 1, and4bb_2 1, dlygate4sd2_1 2, mux2i_4 1, a21o_1 1, and3_1 1
o21ai_1 10, or3b_1 1, nor2_1 2
[worst max-delay path, delay by kind of cell]
family | cells | cell delay (ns)
AND-OR/OR-AND | 2 | 0.26
buffers and inverters | 3 | 1.18
AND/OR/NAND/NOR | 1 | 0.31
[metrics by stage]
step           total power [mW]  hold WS [ns]  utilization [%]
6_report                  0.111          2.09             40.3
2_1_floorplan            0.0359          1.26                -
5_1_grt                   0.119          2.15             40.3
4_1_cts                   0.109          2.19             39.8
3_3_place_gp              0.105          2.19             38.9
3_5_place_dp              0.106          2.19             38.9
[area by class of cell]
cell class                 count  area, um^2
fill                         354        2040
inverter                       1        3.75
multi-input combinational     81         563
tap                           46        57.6
timing repair buffer          75         752
[repair_timing]
| item | CTS | global route |
|---|---|---|
| setup buffers | 2 | 0 |
| pin swaps | 1 | 0 |
| endpoints found under the setup margin | 18 | 31 |
| resized | 4 | 3 |
[path summary, 6_finish.rpt]
path	endpoint	slack, ns
max	imm_gen_out[20]	0.11
min	imm_gen_out[31]	2.09
Power is estimated from default activity; no workload was simulated.
