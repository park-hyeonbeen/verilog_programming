==> flow/design.v <==
module ALU #(parameter data_width = 16) (
	input [data_width - 1 : 0] A, 
	input [data_width - 1 : 0] B, 
	input [3 : 0] FuncCode,
       	output reg [data_width - 1: 0] C,
       	output reg OverflowFlag);
	reg [16:0] regC;
initial begin
	C = 0;
	OverflowFlag = 0;
end   	
	always @(*) begin
		OverflowFlag = 0;
		if (FuncCode == 4'b0000) begin
			regC = A + B;
			C[15:0] = regC[15:0];
			if(A[15] == B[15]) begin
				if(C[15] != A[15])
				OverflowFlag = 1;
			end
		end
		else if (FuncCode == 4'b0001) begin
			C = A - B;
			if(A[15] != B[15]) begin
				if(C[15] != A[15])
				OverflowFlag = 1;
			end
		end
		else if (FuncCode == 4'b0010)
			C = A;
		else if (FuncCode == 4'b0011)
			C = ~A;
		else if (FuncCode == 4'b0100)
			C = A & B;
		else if (FuncCode == 4'b0101)
			C = A | B;
		else if (FuncCode == 4'b0110)
			C = ~(A & B);
		else if (FuncCode == 4'b0111)
			C = ~(A | B);
		else if (FuncCode == 4'b1000)
               	begin
               	C = (~(A&B)) & (A|B);
            	end
            	else if (FuncCode == 4'b1001)
            	begin
            	C = ~((~(A&B)) & (A|B));
            	end
            	else if (FuncCode == 4'b1010) 
            	begin
            	C = A<<1;
            	end
            	else if (FuncCode == 4'b1011)
            	begin
            	C = A>>1;
            	end
            	else if (FuncCode == 4'b1100)
            	begin
            	C = A <<< 1;
            	end
            	else if (FuncCode == 4'b1101)
            	begin
            	C = A >> 1;
            	C[15] = A[15];
            	end
            	else if (FuncCode == 4'b1110)
            	begin
            	C = ~A + 1;
            	end
            	else
            	C = 0;
   end
endmodule
==> flow/run.sh <==
#!/bin/bash
# OpenROAD 26Q1-2900-gdf79404cd8, Yosys 0.63+post, stock flow scripts
make -C /OpenROAD-flow-scripts/flow DESIGN_CONFIG=/design/flow/config.mk WORK_HOME=/design/flow/orfs finish
==> flow/config.mk <==
export PLATFORM = sky130hd
export DESIGN_NAME = ALU
export DESIGN_NICKNAME = ALU
export VERILOG_FILES = /design/flow/design.v
export SDC_FILE = /design/flow/constraint.sdc
export NUM_CORES = 4
export LEC_CHECK = 1
export CORE_UTILIZATION = 50
==> flow/constraint.sdc <==
current_design ALU

set clk_period 14.9
set clk_io_pct 0.2

create_clock -name clk0 -period $clk_period

set non_clock_inputs [all_inputs -no_clocks]
set_input_delay [expr $clk_period * $clk_io_pct] -clock clk0 $non_clock_inputs
set_output_delay [expr $clk_period * $clk_io_pct] -clock clk0 [all_outputs]
==> results.py <==
# Metrics from the implementation run
metrics = {
    "yosys": {
        "top_cells_by_count": "nand2_1, nor2_1, a21oi_1",
        "topCellsByArea": "ha_1, a21oi_1, o21ai_0",
        "syn_area_mm2": 0.00426,
        "syn_area_per_cell_um2": 6.17,
        "yosysWarnings": 1,
        "ys_chip_area_mm2": 0.00426,
        "synthCells": 690,
        "ys_seq_share_pct": 0,
        "netlist.area_leader.share_pct": 14.1,
        "yosysMostFrequentCell": "nand2_1",
        "largest_area_cell": "ha_1",
        "ys_types": 65,
        "ys_cells": 690,
    },
    "clock_tree": {
        "postCtsSetupRepairBufs": 0,
        "ctsHoldBuffers": 0,
        "post_cts_resize_count": 0,
    },
    "placement": {
        "hpwl_um": 12300,
        "post-place-ws_ps": 5260,
        "gp_congestion": 1.08,
        "io_buffers": 53,
        "placed_area_mm2": 0.00478,
    },
    "global_routing": {
        "grt-ovfl-total": 0,
        "antenna_found_initial": 0,
        "grt_max_degree": 66,
        "grt_pass1_vias": 4735,
        "grt_pass1_wl_um": 26300,
        "track_usage_pct": 39.5,
    },
    "timing": {
        "tns_ps": 0,
        "drv_slew": 0,
        "tightest_slew_ps": 839,
        "fin_crit_sh_pct": 65.3,
        "fin_hold_ws_ps": 6810,
        "finalSetupViolCount": 0,
        "slew_headroom_pct": 43.9,
        "hold_viol": 0,
        "fin_ws_ps": 5170,
        "period_minus_slack_ps": 9730,
        "rsz0062_at_grt": "false",
        "fmax_mhz": 103,
    },
    "critical_path": {
        "worstPathMaxFanout": 11,
        "slowest_delay_ps": 740,
        "crit_buf_inv": 4,
        "start_kind": "primary input",
        "required_ps": 11920,
        "timing_worst_setup_path_type": "in -> out",
        "worst-path-stages": 12,
        "path_cells": "clkdlybuf4s50_1, inv_1, ha_1, inv_1, o221ai_1, a211oi_1, o31ai_1, o31a_1, o31ai_1, a22o_1, a211o_1, clkdlybuf4s50_1",
        "critPathArrivalTime_ps": 6750,
        "cp_slowest_cell": "clkdlybuf4s50_1",
        "end_kind": "output pin",
        "crit_family": "AND-OR/OR-AND gates",
    },
    "outcome": {
        "status": "complete, no violations",
    },
    "finish": {
        "final_area_mm2": 0.00478,
        "ff_count": 0,
        "fill_cells": 759,
        "syn_to_final_growth_pct": 12.2,
        "flop_area_um2": 0,
        "drive_above_1_share_pct": 3.87,
        "clock_buffers": 0,
    },
    "detailed_routing": {
        "ant_nets": 0,
        "initialDrtViolationCount": 418,
        "routed_wirelength_um": 17300,
        "vias": 5493,
        "viasPerCell": 6.84,
        "wl_per_cell_um": 21.6,
        "diodes": 0,
        "drt-pass1-iter-count": 5,
        "drc_errors": 0,
    },
    "pwr": {
        "clock_power_share_pct": 0,
        "power.density_mw_per_mm2": 36.9,
        "p_comb_share_pct": 100.0,
        "swShare_pct": 57.8,
        "sequentialPowerShare_pct": 0,
        "internal_power_mw": 0.0743,
        "power.leakage_nw": 1.91,
        "ir_drop_mv": 0.0216,
        "p_sw_mw": 0.102,
    },
    "die": {
        "rows": 33,
        "initial_core_util_pct": 51.8,
        "dieArea_mm2": 0.00889,
        "die_h_um": 94.3,
        "ios": 53,
        "core_area_mm2": 0.00822,
        "die_width_um": 94.3,
    },
    "worst_hold_path": {
        "hold_path_depth": 3,
        "hold_class": "in -> out",
    },
    "flow_run": {
        "warning_count": 64,
        "cap_violations": 0,
    },
}
-- kinds of logic (layout without fill, tap and decap cells) --
family,count (synthesis),after routing,synth area share (%)
adders and majority gates,52,52,15.5
xor gates and xnor gates,26,26,5.35
and+or+nand+nor,223,223,24.9
AOI/OAI and AO/OA,271,271,42.7
muxes,6,6,1.41
buffers and inverters,112,120,10.1
-- path summary, 6_finish.rpt --
kind	from	endpoint	slack, ps
worst max-delay path	A[2]	C[15]	5170
worst min-delay path	FuncCode[1]	C[0]	6810
-- metal layers --
metal | track usage, % | share of wire, % | vias up
li1 | - | - | 2572
met1 | 58.5 | 43 | 2486
met2 | 56.8 | 41 | 383
met3 | 7.49 | 12 | 52
met4 | 13.1 | 3.7 | 0
met5 | 0 | 0 | -
-- power groups by stage --
stage                 clock network, mW  registers, mW  logic, mW
after CTS                             0              0      0.172
after global routing                  0              0      0.191
final                                 0              0      0.176
-- layout by cell type, fill, tap and decap left out, types with 9 or more instances in the layout --
cell             Yosys  layout
xnor2_1             21      21
o221ai_1            12      12
inv_1               53      53
ha_1                48      48
o21ai_0             58      58
a21oi_1             60      60
a211oi_1            14      14
o22ai_1             18      18
nor2b_1             13      13
nand3_1              9       9
buf_4                0      13
clkdlybuf4s50_1      0      50
nor2_1              64      64
nand2_1             66      66
a221oi_1            15      15
a31oi_1             11      11
nor3_1              24      24
-- cell type report --
type                       count  area, um^2  share of cell area (%)
multi-input combinational    578        3830                    80.2
timing repair buffer          66         613                    12.8
tap                          105         131                    2.75
inverter                      54         203                    4.24
-- per-stage QoR --
step / total power [mW] / utilization, % / instances
final: 0.176 / 58.1 / 803
after global routing: 0.191 / 58.1 / 803
after CTS: 0.172 / 58.1 / 803
after detailed placement: 0.171 / 58.1 / 803
after global placement: 0.171 / 58.1 / 803
after floorplan: 0.111 / - / 690
Power figures rest on the tool's default switching activity, not on a simulated workload.
